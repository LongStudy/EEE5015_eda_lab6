==> /design/flow/design.v <==
module top_module (
    input clk,
    input rst_n,
    input [3:1] s,
    output reg fr3,
    output reg fr2,
    output reg fr1,
    output reg dfr
);
parameter  
    state_upper = 2'b00,  
    state_equal = 2'b01,  
    state_lower = 2'b10,  
    state_start = 2'b11;
reg [1:0] state;  
reg [3:1] last_s;  
reg [1:0] nextstate; 
always @(posedge clk)begin
	if(!rst_n) begin
		state <= state_start;
    end
    else
        state <= nextstate;
end
always @(posedge clk) begin
    case (state)
        state_upper: begin
            dfr = 1'b0;  
            fr1 = (s[3] == 0) ? 1'b1 : 1'b0;  
            fr2 = (s[3:2]==0) ? 1'b1 : 1'b0;  
            fr3 = (s[3:1]==0) ? 1'b1 : 1'b0;  
            if(s > last_s)begin
                nextstate = state_upper;
            end
            else if(s == last_s)begin
                nextstate = state_equal;
            end
            else begin
                nextstate = state_lower;
            end
            last_s <= s;
        end
        state_equal: begin
            fr1 = (s[3] == 0) ? 1'b1 : 1'b0;  
            fr2 = (s[3:2]==0) ? 1'b1 : 1'b0;  
            fr3 = (s[3:1]==0) ? 1'b1 : 1'b0;  
            if(s > last_s)begin
                nextstate = state_upper;
            end
            else if(s == last_s)begin
                nextstate = state_equal;
            end
            else begin
                nextstate = state_lower;
            end
            last_s <= s;
        end
        state_lower: begin
            dfr = 1'b1;  
            fr1 = (s[3] == 0) ? 1'b1 : 1'b0;  
            fr2 = (s[3:2]==0) ? 1'b1 : 1'b0;  
            fr3 = (s[3:1]==0) ? 1'b1 : 1'b0;  
            if(s > last_s)begin
                nextstate = state_upper;
            end
            else if(s == last_s)begin
                nextstate = state_equal;
            end
            else begin
                nextstate = state_lower;
            end
            last_s <= s;
        end
        state_start: begin
            dfr = 1'b0;
            fr1 = 1'b0;
            fr2 = 1'b0;
            fr3 = 1'b0;
            if(s > last_s)begin
                nextstate = state_upper;
            end
            else if(s == last_s)begin
                nextstate = state_equal;
            end
            else begin
                nextstate = state_lower;
            end
            last_s <= s;
        end
    endcase
end
endmodule
==> /design/flow/run.sh <==
#!/bin/bash
# OpenROAD 26Q1-2900-gdf79404cd8, Yosys 0.63+post, stock flow scripts
make -C /OpenROAD-flow-scripts/flow DESIGN_CONFIG=/design/flow/config.mk WORK_HOME=/design/flow/orfs finish
==> /design/flow/config.mk <==
export PLATFORM = sky130hd
export DESIGN_NAME = top_module
export DESIGN_NICKNAME = top_module
export VERILOG_FILES = /design/flow/design.v
export SDC_FILE = /design/flow/constraint.sdc
export NUM_CORES = 4
export LEC_CHECK = 1
export CORE_AREA = 10 10 70 70
export DIE_AREA = 0 0 80 80
==> /design/flow/constraint.sdc <==
current_design top_module

set clk_period 1.0
set clk_io_pct 0.2

create_clock -name clk0 -period $clk_period [get_ports {clk}]

set non_clock_inputs [all_inputs -no_clocks]
set_input_delay [expr $clk_period * $clk_io_pct] -clock clk0 $non_clock_inputs
set_output_delay [expr $clk_period * $clk_io_pct] -clock clk0 [all_outputs]
==> Table 3: Implementation characteristics <==
Physical implementation characteristics

Parameter                              Value

Setup path
  R2R Path Start .................. last_s[3]$_DFF_P_
  Path type of the worst setup path .................. input pin to flop
  Sort of element at the start of the critical path .................. input pin
  Reg-to-reg slack, setup .................. approximately 60 ps
  Length in cells of the worst reg-to-reg path .................. 4
  Critical R2R Capture .................. nextstate[1]$_SDFF_PN0_
  Setup crit end kind .................. flop
  Critical-path top delay cell .................. clkdlybuf4s50_1
  Data arrival at the endpoint of the critical path .................. 1120 ps
  CP Max Fanout .................. 2
  Worst-path cell chain .................. clkdlybuf4s50_1 -> ha_1 -> and3_2
  Worst path required time .................. 1150 ps
  Stage delay of the slowest cell on the critical path .................. about 430 ps

Synthesis
  Cell taking the most area after synthesis .................. dfxtp_1
  Async S/R FF share, synth .................. 0
  Register share after synthesis .................. 0.6113
  Synth cell count leaders .................. dfxtp_1, inv_1, ha_1
  Cell Type Count .................. 11
  Count of synthesis-stage warnings from yosys .................. 1
  Total standard cell area after synthesis .................. roughly 380 µm²
  Number of cells in the yosys synthesis report .................. 31
  Number of instances in the synthesized netlist .................. 31
  Chip area from the yosys synthesis statistics .................. 376.6 µm²
  Number of synthesized flops with an enable pin .................. 1
  Count leader, synth .................. dfxtp_1
  Ys flop type .................. dfxtp_1
  Synth Register Bits .................. 11
  Biggest area cells .................. dfxtp_1, ha_1, edfxtp_1, inv_1, nand2b_1
  Syn Area/Cell .................. 12.15 µm²
  Share of the synthesized area in the top cell type .................. 0.5316

Global routing
  Largest net degree at the start of global routing .................. 7
  Number of global-route vias before repair .................. between 200 and 300
  Grt ovf .................. 0
  Antenna violations before repair .................. 0
  Overall fraction of global-route tracks in use .................. 0.02053
  Global-route wire length before repair .................. about 990 µm

Timing
  Final tally of max-slew violations .................. 0
  Setup repair after global routing missed its margin .................. false
  Actual transition at the worst max-transition pin .................. 183.6 ps
  Timing-limited maximum frequency .................. just over 1000 MHz
  Final Hold Vio Count .................. 0
  Final number of setup-violating endpoints .................. 0
  Max transition margin .................. 0.8766
  Skew final .................. about 4.0 ps
  Period Utilization, post-route .................. 0.9672
  Final period demand of the worst path .................. just under 1000 ps

Routing
  Violation tally from detailed-route iteration zero .................. 4
  Total iterations of the first detailed-routing run .................. 3
  Via-to-Cell Ratio .................. about 2.7
  Aggregate routed wire length .................. 607 µm
  Ant. Diodes .................. 0
  Number of vias after detailed routing .................. between 200 and 250
  WL per Instance .................. between 6 and 7 µm
  Remaining routing DRC violations .................. 0
  Final antenna-violating net count .................. 0

Floorplanning
  Number of rows in the core area .................. 21
  Floorplan utilization .................. 0.1103
  Die Height .................. 80 µm
  Die extent in x .................. about 80 µm
  Die area .................. roughly 6400 µm²
  Core region area .................. between 3000 and 4000 µm²
  Ports .................. 9

Pwr
  Pwr per Cell Area .................. between 1500 and 2000 nW/µm²
  Leakage power of the design .................. around 0.26 nW
  Max IR drop VDD .................. approximately 0.32 mV

Clock tree
  Clock tree from TritonCTS .................. yes
  Clock slew at the register clock pins of the worst setup and hold paths .................. 60 ps
  H-Tree Level Count .................. 1
  Hold-fix buffers at CTS .................. 0
  Clock tree root driver cell .................. clkbuf_4
  Buffer count from post-CTS setup fixing .................. 0
  Clk buf depth .................. 2
  Worst skew pair latency .................. between 200 and 300 ps
  Sink count of the clock tree .................. 11
  Number of CTS-inserted buffers .................. 3

Place
  Detailed placer's ending HPWL .................. around 500 µm
  Cells after DPL .................. roughly 88
  Buffers on Ports .................. 8
  Placer's final routability congestion estimate .................. 0.6989
  Area of placed instances .................. approximately 540 µm²

Min path
  Min-Delay Path Depth .................. 2
  Worst Hold Class .................. input pin to flop
  Start point of the worst hold path .................. s[1]
  Min-Delay Endpoint .................. last_s[1]$_DFF_P_

Layout
  Post-route standard cell area excluding fillers .................. 568.0 µm²
  Layout-stage area growth over the synthesis result .................. 50.83%
  Share of final-layout standard cells stronger than drive strength 1 .................. 0.2174
  Utilization after layout .................. 0.1663
  Count of non-filler cells in the finished layout .................. a little over 90

Status
  Outcome .................. finished clean

Run
  Count of tool warnings .................. 26
  Maximum Capacitance Violations .................. 0
## layer usage
layer / share of wire / track usage / vias up / routed length, µm
li1: - / - / 131 / -
met1: 0.37 / 0.01630 / 105 / 223
met2: 0.43 / 0.03291 / 7 / 260
met3: 0.18 / 0.02386 / 2 / 110
met4: 0.020 / 0.003521 / 0 / 12
met5: 0 / 0 / - / 0
## flip-flops by register name, indices dropped and copies added, names as in the netlist
name       cells
fr1            1
state          2
last_s         3
dfr            1
fr2            1
nextstate      2
fr3            1
## critical path, delay by kind of cell
| kind | cells | cell delay, ps |
|---|---|---|
| buf+inv | 1 | 430 |
| fa+ha+maj | 1 | 320 |
| simple gates | 1 | 170 |
## layout by cell type (no fill, tap or decap)
master            n
a31oi_1           1
ha_4              1
clkdlybuf4s15_1   3
nor2_1            1
clkdlybuf4s50_1   2
nor4_2            1
clkbuf_4          3
dlygate4sd2_1     2
dfxtp_1          10
inv_1             6
and3_2            1
nand2b_1          3
nor3_1            1
buf_2             1
edfxtp_1          1
clkbuf_1          1
a21o_1            1
buf_4             3
ha_1              4
## final cells by class
cell class / count / area [µm²]
fillers: 383 / 2848
flip-flops and latches: 11 / 230.2
multi-input cells: 14 / 136.4
repair buffers: 11 / 95.09
well taps: 46 / 57.56
clock buffers: 4 / 26.28
inverters: 6 / 22.52
## repair_timing
action                                 in CTS  in global routing
pin swaps                                   1                  0
gates resized                               9                  3
setup endpoints to repair                   6                  3
endpoints found under the hold margin       0                  0
## metrics by stage
step	hold slack (ps)	setup TNS (ps)	power, mW	setup WS (ps)
floorplan	227.7	0	0.5454	66.35
global placement	394.8	-823.3	0.6149	-362.1
detailed placement	396.8	-849.8	0.6171	-378.5
CTS	298.7	0	0.8946	0.9777
global route	310.9	0	0.9335	3.816
finish	304.5	0	0.8833	32.76
## power breakdown
group          switching, mW  internal (mW)  total (mW)
Clock                  0.132          0.154       0.286
Sequential            0.0111          0.485       0.496
Combinational         0.0386         0.0631       0.102
Total                  0.182          0.702       0.883
## worst max-delay path by stage
stage                     start                      end  slack (ps)  cells after the start
CTS              fr3$_SDFF_PN0_                      fr3           1                      1
global route  last_s[3]$_DFF_P_  nextstate[1]$_SDFF_PN0_           4                      4
finish                     s[2]  nextstate[0]$_SDFF_PN0_          30                      3
## kinds of logic after synthesis
| kind of cell | after synthesis | synth area share |
|---|---|---|
| compound gates | 2 | 0.03656 |
| buf+inv | 6 | 0.05980 |
| simple gates | 7 | 0.1262 |
| fa+ha+maj | 5 | 0.1661 |
| flops | 11 | 0.6113 |
Power is estimated from default activity; no workload was simulated.
